`flow/constraint.sdc`:
```
current_design GCD

set clk_period 9.2
set clk_io_pct 0.2

create_clock -name clk0 -period $clk_period [get_ports {clk}]

set non_clock_inputs [all_inputs -no_clocks]
set_input_delay [expr $clk_period * $clk_io_pct] -clock clk0 $non_clock_inputs
set_output_delay [expr $clk_period * $clk_io_pct] -clock clk0 [all_outputs]
```
`flow/run.sh`:
```
#!/bin/bash
# OpenROAD 26Q1-2900-gdf79404cd8, Yosys 0.63+post, stock flow scripts
make -C /OpenROAD-flow-scripts/flow DESIGN_CONFIG=/design/flow/config.mk WORK_HOME=/design/flow/orfs finish
```
`flow/config.mk`:
```
export PLATFORM = sky130hd
export DESIGN_NAME = GCD
export DESIGN_NICKNAME = GCD
export VERILOG_FILES = /design/flow/design.v
export SDC_FILE = /design/flow/constraint.sdc
export NUM_CORES = 4
export LEC_CHECK = 1
export CORE_UTILIZATION = 30
```
`flow/design.v`:
```
`timescale 1ns/1ps 
module GCD (
  input   clk,
  input   rst_n,
  input   [31:0] a_in,
  input   [31:0] b_in,
  output  done,
  output  [31:0] gcd
);
parameter s0 = 2'd0, s1 = 2'd1, s2 = 2'd2, s3=2'd3;
reg [1:0] state;
reg [1:0] state_next;
reg [31:0] a_next, a;
reg [31:0] b_next, b;
reg [31:0] gcd_reg;
reg done_reg; 
always @(posedge clk) begin
  if(rst_n) begin
    a      <= 0;    
    b      <= 0;
    state  <= s0;
  end else begin
    a <= a_next;
    b <= b_next;
    state <= state_next;
  end
end
always @(*) begin
    a_next = a;
    b_next = b;
    gcd_reg    = 32'd0;   
    state_next = state;
    case (state)
      s0: begin
            a_next      = a_in;
            b_next      = b_in;
            gcd_reg         = 32'd0;
            state_next  = s1; 
            done_reg        = 0;
        end
      s1: begin
        if(a!=b) begin
            a_next= (a >= b) ? a - b : a;
            b_next     = (b >  a) ? b - a : b;
            gcd_reg        = 32'd0;
            state_next = s1;
        end else begin
            gcd_reg = a;
            state_next = s0;
            done_reg = 1;
            end
        end
        default: begin
            state_next = s0;
        end
    endcase
end
  assign gcd = gcd_reg;
  assign done = done_reg;
endmodule
```
==> Changelog: implementation <==
### Metrics

- Worst Path Arrival: 3.79 ns
- Port Buffers: between 90 and 100
- Vias in the first global route: approximately 6,500
- Die Ht: 154 um
- WL per Instance: roughly 17 um
- Routed WL: 22.2 mm
- DRC Markers: 0
- Peak Freq: 177 MHz
- Largest net degree at the start of global routing: roughly 65
- Worst EP required: 7.36 ns
- Num rows: 55
- DPL Wire Length: around 17 mm
- Largest stage delay, worst path: 0.56 ns
- RSZ-0062 raised after global routing: no
- Clock transition at the registers of the reported paths: approximately 0.060 ns
- Largest regs: a (32), b (32), state (2)
- TritonRoute pass-1 iters: 5
- Critical path type: flip-flop to primary output
- Fp util: 30.6%
- Die Area: 23,800 um^2
- Worst-path cell chain: inv_1, ha_1, nand4_1, nor3_1, nand4_1, buf_4, nor3_1, clkdlybuf4s50_1
- Status: complete, no violations
- Area growth syn-to-layout: 19.9%
- Fin Clk Skew: 0.00866 ns
- Hold buffers post-CTS: 0
- Setup crit end: gcd[24]
- Register pins left without a clock: 1
- Synth Instances: 946
- CP startpoint kind: flip-flop
- Slew Limit Fails: 0
- Yosys cell count: 946
- Post-CTS setup buffers: 0
- CTS tree: built
- Ys flop type: dfxtp_1
- Layout cells sized above 1: 5.79%
- Post-place instance area: 8020 um^2
- Final tally of hold violations: 0
- H-tree depth: 3
- Die W: 154 um
- Antenna viol nets, final: 0
- Critical Path Start: a[28]$_SDFFE_PP0P_
- Worst-margin pin slew: 0.825 ns
- Endpoints left unconstrained: 2
- Crit path capture type: primary output
- Syn Std Cell Area: between 6000 and 7000 um^2
- Maxcap violations: 0
- Yosys chip area: 6950 um^2
- Routability Congestion: 0.930
- Vias post-DR: 6,882
- Antenna violations before repair: 0
- Reg2reg path depth: 11
- Vias per cell: 5.35
- Fin crit share: 61.2%
- Ant. Diodes: 0
- Commonest Layout Cell: nor2_1
- Yosys reg bits: 67
- TNS Setup: 0 ns
- Crit-path max FO: 22
- CTS Buffer Depth: 2
- Post-synth EDFFs: 0
- Async S/R FF share, synth: 0%
- Ys Warns: 1
- Max-slew headroom: 45.0%
- Reg2reg end: b[28]$_SDFFE_PP0P_
- Total gr overflow: 0
- Placeable Area: 22,700 um^2
- Root Driver: clkbuf_16
- Crit-path slowest cell: ha_1
- Tool warnings: 57
- Worst-Skew Late Latency: 0.35 ns
- Final setup vio count: 0
- Final instance area: 8330 um^2
- Final min period: 5.63 ns
- Reg2Reg Launch Point: a[28]$_SDFFE_PP0P_
- Top logic cells by instance count in the layout: nor2_1, clkdlybuf4s50_1, a21oi_1
- Post-cts sizing count: 0
- Post-synth cell types: 71
- Flop2flop setup slack: approximately 5 ns
- All-Layer GR Usage: 19.1%
- # IOs: 99
- HP Class: flip-flop to flip-flop
- Inserted Clock Buffers: 9
- Avg Synthesized Cell Area: 7.35 um^2
- Starting DRT DRC Count: roughly 360
- First-pass GRT wire length: 35.5 mm
[per-layer routing]
layer / vias up / GRT usage (%) / wire, um
li1: 3469 / - / -
met1: 3198 / 29.3 / 11000
met2: 190 / 29.6 / 9770
met3: 25 / 2.20 / 1080
met4: 0 / 2.76 / 365
met5: - / 0 / 0
[synthesized netlist by cell type, types with 13 or more instances]
| cell type | count | area share (%) |
|---|---|---|
| nor2_1 | 107 | 5.8 |
| a21oi_1 | 90 | 6.5 |
| inv_1 | 74 | 4.0 |
| dfxtp_1 | 66 | 19 |
| ha_1 | 64 | 12 |
| nand2_1 | 56 | 3.0 |
| a211oi_1 | 45 | 4.9 |
| nor3_1 | 45 | 3.2 |
| o21ai_0 | 43 | 3.1 |
| mux2i_1 | 36 | 5.2 |
| xnor2_1 | 35 | 4.4 |
| buf_2 | 25 | 1.8 |
| clkbuf_1 | 25 | 1.4 |
| o21a_1 | 16 | 1.7 |
| nand3_1 | 15 | 1.1 |
| a21o_1 | 14 | 1.5 |
| xor2_1 | 14 | 1.8 |
| nand4_1 | 13 | 1.2 |
[through the flow]
step,utilization [%],hold slack (ns),cells,worst slack (ns)
after global placement,35.3,0.468,1271,4.09
final,36.7,0.483,1287,3.57
after global routing,36.7,0.510,1287,3.32
after detailed placement,35.3,0.479,1271,3.97
after CTS,36.7,0.487,1287,3.57
after floorplan,-,0.449,946,5.55
[cells by family (layout without fill, tap and decap cells)]
| kind of cell | after synthesis | in the layout | synth area share (%) |
|---|---|---|---|
| buffers and inverters | 140 | 196 | 8.66 |
| adder cells (fa/ha/maj) | 66 | 66 | 12.1 |
| AND-OR/OR-AND | 308 | 308 | 29.9 |
| AND/OR/NAND/NOR | 280 | 280 | 18.8 |
| XOR/XNOR | 49 | 49 | 6.18 |
| multiplexers | 36 | 36 | 5.19 |
| latches | 1 | 1 | 0.216 |
| flip-flops | 66 | 66 | 19.0 |
[worst min-delay path by stage]
stage / endpoint / from / slack (ns) / cells after the start
after CTS: b[13]$_SDFFE_PP0P_ / b[13]$_SDFFE_PP0P_ / 0.49 / 2
after global routing: b[13]$_SDFFE_PP0P_ / b[13]$_SDFFE_PP0P_ / 0.51 / 2
final: b[13]$_SDFFE_PP0P_ / b[13]$_SDFFE_PP0P_ / 0.48 / 2
[worst max-delay path, delay by kind of cell (launching register included)]
kind / cells / cell delay, ns
flip-flops: 1 / 0.33
AND/OR/NAND/NOR: 4 / 1.50
buffers and inverters: 3 / 1.03
adder cells (fa/ha/maj): 1 / 0.56
[area by class of cell]
class / count / area (um^2)
sequential: 67 / 1340
clock inverter: 5 / 62.6
multi-input combinational: 739 / 5010
tap: 285 / 357
clock buffer: 11 / 253
fill: 2363 / 14400
timing repair buffer: 105 / 1030
inverter: 75 / 282
