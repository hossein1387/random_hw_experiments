==> /design/flow/design.v <==
module shift_right_logarithmic
  ( input wire [15:0] s0,
    input wire [3:0] amt,
    output wire [15:0] sh );
   wire [15:0] s1, s2, s3;
   mux2 st0(.select(amt[0]), .a0(s0), .a1({1'b0, s0[15:1]}), .out( s1) );
   mux2 st1(.select(amt[1]), .a0(s1), .a1({2'b0, s1[15:2]}), .out( s2) );
   mux2 st2(.select(amt[2]), .a0(s2), .a1({4'b0, s2[15:4]}), .out( s3) );
   mux2 st3(.select(amt[3]), .a0(s3), .a1({8'b0, s3[15:8]}), .out( sh) );
endmodule
module mux2
  ( input wire select,
    input wire [15:0] a0,
    input wire [15:0] a1,
    output wire [15:0] out );
    assign out = select ? a1 : a0;
endmodule
==> /design/flow/run.sh <==
#!/bin/bash
# OpenROAD 26Q1-2900-gdf79404cd8, Yosys 0.63+post, stock flow scripts
make -C /OpenROAD-flow-scripts/flow DESIGN_CONFIG=/design/flow/config.mk WORK_HOME=/design/flow/orfs finish
==> /design/flow/config.mk <==
export PLATFORM = sky130hd
export DESIGN_NAME = shift_right_logarithmic
export DESIGN_NICKNAME = shift_right_logarithmic
export VERILOG_FILES = /design/flow/design.v
export SDC_FILE = /design/flow/constraint.sdc
export NUM_CORES = 4
export LEC_CHECK = 1
export CORE_AREA = 10 10 77 77
export DIE_AREA = 0 0 87 87
==> /design/flow/constraint.sdc <==
current_design shift_right_logarithmic

set clk_period 1.9
set clk_io_pct 0.2

create_clock -name clk0 -period $clk_period

set non_clock_inputs [all_inputs -no_clocks]
set_input_delay [expr $clk_period * $clk_io_pct] -clock clk0 $non_clock_inputs
set_output_delay [expr $clk_period * $clk_io_pct] -clock clk0 [all_outputs]
==> flow_metrics.py <==
# Metrics from the implementation run
metrics = {
    "outcome": {
        "status": "complete, but fails checks",
        "violations": "setup timing",
    },
    "sta": {
        "rsz0062_at_grt": "true",
        "fmax_mhz": 497,
        "tightest_slew_ps": 283,
        "setup_viol": 10,
        "slew_headroom": 0.806,
        "finalCritPeriodShare": 1.06,
        "fin_ws_ps": -110,
        "drv_slew": 0,
        "hold_viol": 0,
        "period_needed_ps": 2010,
    },
    "cells_and_area": {
        "area_growth_pct": 102,
        "final_cells": 214,
        "clock_buffers": 0,
        "design_area_mm2": 0.00157,
        "post-route-util": 0.361,
        "drive_gt1_frac": 0.679,
        "nFillCells": 420,
        "flop-count": 0,
        "layout.area.seq_um2": 0,
    },
    "global_routing": {
        "grt_max_degree": 12,
        "overflow": 0,
        "antenna_found_initial": 0,
        "grtUsageTotal": 0.0851,
        "grt_pass1_wl_um": 5390,
        "grt_pass1_vias": 1064,
    },
    "detailed_routing": {
        "ant_nets": 0,
        "drc": 0,
        "route.vias.total": 1024,
        "viasPerCell": 4.79,
        "finalWirelength_um": 3360,
        "wl_per_cell_um": 15.7,
        "antenna_cells": 0,
        "drt_iter0_drc": 59,
        "dr.pass1.iters": 4,
    },
    "synth": {
        "ys_seq_share": 0,
        "yosysWarningCount": 0,
        "ys_cells": 95,
        "syn_area_per_cell_um2": 8.19,
        "synth.distinct_cells": 32,
        "synthCells": 95,
        "yosys_area_um2": 778,
        "synthesis.area_um2": 778,
    },
    "worst_setup_path": {
        "startpoint": "amt[1]",
        "cp-start-kind": "input pin",
        "path_cells": "buf_8 -> buf_12 -> mux4_2 -> and2_4 -> a211oi_2 -> a21oi_1 -> buf_2",
        "cp-endpoint": "sh[3]",
        "critical_path_class": "input pin to output pin",
        "endpoint_kind": "output pin",
        "worst_path_largest_cell_delay_ps": 480,
        "crit_required_ps": 1520,
        "crit_arrival_ps": 1630,
        "slowest_stage": "mux4_2",
        "worstPathMaxFanout": 6,
    },
    "clocking": {
        "cts_hold_buf": 0,
    },
    "placement": {
        "portBuffers": 36,
        "gp_congestion": 0.899,
        "dp.cells": 200,
        "post_dp_cell_area_mm2": 0.00135,
        "dp_slack_ps": -898,
        "hpwl_um": 2500,
    },
    "hold_path": {
        "hold_class": "input pin to output pin",
    },
    "power": {
        "vdd_drop_max_mv": 0.0854,
        "finalPower_mw": 0.389,
        "power.leakage_nw": 0.688,
        "powerDensity_mw_per_mm2": 247,
    },
    "floorplanning": {
        "die_height_um": 87,
        "coreArea_mm2": 0.00435,
        "initial_core_util": 0.179,
        "rows": 24,
        "ioPinCount": 36,
        "dieArea_mm2": 0.00757,
        "die_w_um": 87,
    },
    "run": {
        "max_cap_violations": 0,
        "warnings": 34,
    },
}
layout by cell type, fill, tap and decap left out, drive strengths merged:
cell | Yosys | final
a211oi | 2 | 2
a21oi | 7 | 7
a31oi | 1 | 1
a32oi | 1 | 1
and2 | 3 | 3
buf | 8 | 57
clkbuf | 1 | 3
clkdlybuf4s15 | 0 | 10
clkinv | 1 | 1
dlygate4sd2 | 0 | 6
inv | 1 | 1
mux2 | 2 | 2
mux2i | 13 | 13
mux4 | 10 | 10
nand2 | 15 | 15
nand2b | 2 | 2
nand3 | 3 | 3
nand3b | 3 | 3
nor2 | 6 | 6
nor2b | 1 | 1
nor3 | 2 | 2
nor4 | 2 | 2
o211ai | 1 | 1
o21a | 1 | 1
o21ai | 6 | 6
o221ai | 1 | 1
o32ai | 1 | 1
or3 | 1 | 1
worst max-delay path, delay by kind of cell:
kind,cells,cell delay [ps]
simple gates,1,150
mux,1,480
buf+inv,3,330
compound gates,2,280
power by group:
group | internal, mW | switching (mW) | total [mW]
clock | 0 | 0 | 0
combinational | 0.224 | 0.165 | 0.389
sequential | 0 | 0 | 0
cell usage after synthesis:
cell type | n | share of area
clkinv_1 | 1 | 0.0048
and2_4 | 1 | 0.011
buf_1 | 1 | 0.0048
nand3_1 | 3 | 0.019
or3_1 | 1 | 0.0080
clkbuf_1 | 1 | 0.0048
a211oi_2 | 1 | 0.016
and2_1 | 2 | 0.016
mux2i_1 | 13 | 0.17
a31oi_1 | 1 | 0.0080
nor4_1 | 2 | 0.016
a21oi_1 | 7 | 0.045
nor2_1 | 6 | 0.029
inv_2 | 1 | 0.0048
buf_4 | 1 | 0.0096
o21ai_0 | 6 | 0.039
nor2b_1 | 1 | 0.0080
a211oi_1 | 1 | 0.0096
mux2_2 | 2 | 0.029
nand2b_1 | 2 | 0.016
o21a_1 | 1 | 0.0096
nand2_1 | 15 | 0.072
a32oi_1 | 1 | 0.011
nand3b_1 | 3 | 0.029
buf_6 | 3 | 0.043
mux4_1 | 3 | 0.10
mux4_2 | 7 | 0.20
buf_2 | 3 | 0.019
o211ai_1 | 1 | 0.0096
o32ai_1 | 1 | 0.011
o221ai_1 | 1 | 0.011
nor3_1 | 2 | 0.013
per-layer routing:
| metal | share of wire | vias to the layer above | track usage | wire, um |
|---|---|---|---|---|
| met5 | 0 | - | 0 | 0 |
| met4 | 0 | 0 | 0.00589 | 0 |
| met3 | 0.069 | 0 | 0.0245 | 232 |
| met2 | 0.48 | 33 | 0.142 | 1600 |
| met1 | 0.45 | 491 | 0.111 | 1520 |
| li1 | - | 500 | - | - |
metrics by stage:
| step | setup TNS (ps) | hold WS, ps |
|---|---|---|
| final | -549 | 1200 |
| after global routing | -1250 | 1230 |
| after CTS | -457 | 1260 |
| after detailed placement | -11760 | 1880 |
| after global placement | -11710 | 1880 |
| after floorplan | 0 | 867 |
cell type report:
| class | count | area (um2) | share of cell area |
|---|---|---|---|
| multi-input combinational | 84 | 856 | 0.544 |
| timing repair buffer | 76 | 644 | 0.410 |
| tap | 52 | 65.1 | 0.0414 |
| inverter | 2 | 7.51 | 0.00477 |
what timing repair did:
| item | CTS | global route |
|---|---|---|
| pin swaps | 23 | 12 |
| cloned | 1 | 0 |
| resized | 138 | 20 |
| endpoints found under the setup margin | 16 | 13 |
| setup buffers | 12 | 2 |
logic make-up (layout without fill, tap and decap cells):
| family | count (synthesis) | after routing | synth area share |
|---|---|---|---|
| buf+inv | 11 | 78 | 0.0916 |
| simple gates | 38 | 38 | 0.238 |
| mux | 25 | 25 | 0.500 |
| compound gates | 21 | 21 | 0.170 |
worst min-delay path by stage:
stage           from  endpoint  depth (start not counted)
CTS           s0[15]    sh[15]                          4
global route  amt[0]     sh[8]                          5
finish        amt[0]     sh[8]                          5
Power and IR drop assume default switching activity.
