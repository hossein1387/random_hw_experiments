==> ./design.v <==
module top (
	input  iCE_CLK,
	output LED0,
	output LED1,
	output LED2,
	output LED3,
	output LED4,
	output LED5,
	output LED6,
	output LED7
);
	localparam MAX_VAL = 600000;
	reg [31:0] counter = 0;
	reg [7:0]  shift_reg = 1;
	always @(posedge iCE_CLK) begin
		counter <= counter + 1;
		if (counter>=MAX_VAL) begin
			shift_reg <= (shift_reg==8'h80) ? 1 : shift_reg << 1;
			counter <= 0;
		end
	end
	assign {LED0, LED1, LED2, LED3, LED4, LED5, LED6, LED7} = shift_reg;
endmodule
==> ./run.sh <==
#!/bin/bash
# OpenROAD 26Q1-2900-gdf79404cd8, Yosys 0.63+post, stock flow scripts
make -C /OpenROAD-flow-scripts/flow DESIGN_CONFIG=/design/flow/config.mk WORK_HOME=/design/flow/orfs finish
==> ./config.mk <==
export PLATFORM = sky130hd
export DESIGN_NAME = top
export DESIGN_NICKNAME = top
export VERILOG_FILES = /design/flow/design.v
export SDC_FILE = /design/flow/constraint.sdc
export NUM_CORES = 4
export LEC_CHECK = 1
export CORE_AREA = 10 10 99 99
export DIE_AREA = 0 0 109 109
==> ./constraint.sdc <==
current_design top

set clk_period 2.7
set clk_io_pct 0.2

create_clock -name clk0 -period $clk_period [get_ports {iCE_CLK}]

set non_clock_inputs [all_inputs -no_clocks]
set_input_delay [expr $clk_period * $clk_io_pct] -clock clk0 $non_clock_inputs
set_output_delay [expr $clk_period * $clk_io_pct] -clock clk0 [all_outputs]
==> git commit body <==
Update PnR metrics after Yosys + OpenROAD run

- Outcome: completed
- The most critical setup path has its startpoint at counter[7].
* Fraction of layout cells with a size suffix above 1: 8.07%
* Max-cap viol count: 0
- Setup repair after global routing left no endpoint under its margin.
* First-pass iteration count of the detailed router: 4
- Total Routing Usage GR: 3.83%
- Final hold violation count: 0
- Detailed routing inserted a total of between 900 and 1000 vias.
- TritonCTS built the clock tree.
- Number of clock sinks: roughly 40
* Clock Skews: ~0.0045 ns
* Number of hold buffers added after CTS: 0
- Instance area after placement: between 0.0015 and 0.002 mm^2
* Launching element type of the critical path: flip-flop
- Hold is met by 0.485 ns.
- Total power for the finished layout comes to between 1 and 1.5 mW.
- Share of async-settable or async-resettable flops after synthesis: 0%
* Count of inserted antenna diode cells: 0
* Number of buffers added by the clock tree synthesis step: 5
* Data required time at the worst endpoint: 2.88 ns
- Grt total ovfl: 0
- Cell type contributing the most total cell area after synthesis: dfxtp_1
* CP Capture Point: counter[14]
* CTS Buffer Depth: 2
* Number of rows created at floorplan: 32
* Transition time at the pin with the least slew margin: roughly 0.58 ns
- Before placement the cells fill between 10% and 20% of the core.
- Count of final setup violators: 0
- The critical path crosses 5 cells after its start point.
- Routed Wire Length: between 2000 and 2500 um
* Unique masters post-synth: 26
- Half-perimeter wire length after placement: roughly 1500 um
* First-pass GRT wire length: 3780 um
- Final period demand of the worst path: roughly 1.9 ns
- Max Fanout on Critical Path: 16
- Slowest stage cell, crit path: a41o_1
- Worst flop-to-flop path endpoint: counter[14]
- The top cell type by area accounts for between 40% and 50% of the synthesized area.
- The final weighted congestion recorded by global placement is between 0.7 and 0.8.
* Number of slew-limit violations in the final report: 0
- The path class of the tightest hold or removal check is reg2reg.
* Register-to-Register Setup Slack: approximately 0.85 ns
* Flip-flops with a built-in enable: 8
- Yosys reported a register bit count of ~40.
* Number of cells in Yosys stat: approximately 140
- The register with the most flip-flops in the layout has 32 of them.
- OpenROAD emitted warnings numbering 27.
- Once placement completed, the tool counted placed cells totaling ~260.
- The DRC violation total left in the routed layout is recorded as 0.
- Clk Latency, worst-skew pair: 0.29 ns
- Arrival time of the worst setup path: between 2 and 2.5 ns
- Count of cells along the worst register-to-register path: 5
* Beginning of the worst hold path: shift_reg[6]
- 9 I/O pins were placed.
- Flip-flop and latch area: 881 um^2
- Fill cells in the final layout number around 800.
* Reg2Reg Launch Point: counter[7]
- Via-per-instance ratio: about 3.5
- The initial antenna violation count is 0.
* Highest clock rate: approximately 0.54 GHz
- CTS built an H-tree with a depth of 2.
- Synth Seq Share: approximately three fifths
* Critical path buffers and inverters: 1
* Layout area overhead: 21.1%
* Syn_area_per_cell: about 10 um^2
* Y dimension of the die: 109 um
- Quantity of I/O buffers inserted on ports: 8
* Root Driver: clkbuf_8
- Largest net degree at the start of global routing: 17
- DRC violation total after the first TritonRoute iteration: approximately 43
* ANT nets after route: 0
- Number of global-route vias before repair: 886
- Part of the cycle the worst path needs: around two thirds
* Area of the placeable core: slightly below 0.008 mm^2
- Family with the most delay on the worst path: AND-OR/OR-AND gates
* Wire length per cell: around 8.2 um
- Cells along the critical path: nand4_1, o211ai_1, a41o_1, buf_4, nor2_1
* Largest incremental delay on the critical path: 0.57 ns
* Slew Limit Headroom: 61.4%
- Main flop type after synthesis: dfxtp_1
- Netlist area before placement: between 0.001 and 0.0015 mm^2
* Top cells by area: dfxtp_1 (44%), edfxtp_1 (16%), xnor2_1 (6.5%)
- Crit Path Class: reg2reg
* Sum Neg Setup Slack: 0 ns
- The worst setup path is captured at a flip-flop.
* Lkg Pwr: about 0.56 nW
- Die ar.: approximately 0.012 mm^2
- Die extent in x: roughly 110 um
- Area used by multi-input combinational logic: between 500 and 600 um^2
- The final report gives the standard cell area, fillers excluded, as between 0.0015 and 0.002 mm^2.
* Post-cts repair resize count: 0
- In this run the power density over the cells is 563 mW/mm^2.
- Post-CTS repair timing setup buffer count: 0
* Synth Warn #: 1
- CTS clk-pin slew, worst paths: roughly 0.070 ns
* Most frequently placed logic cell in the final layout: dfxtp_1
- Worst voltage drop across the vdd grid: approximately 0.00019 V
- The stat command in Yosys gives a chip area of between 0.001 and 0.0015 mm^2.
- The library cells used most frequently in the layout, excluding fill and tap cells, are dfxtp_1 (32), nor2_1 (23), conb_1 (12), xnor2_1 (11).
- After technology mapping, the gate count stands at between 100 and 150.
- Final std cells w/o fill: 263
[through the flow]
stage	utilization [%]	setup slack, ns
after floorplan	-	0.934
after global placement	21.9	0.863
after detailed placement	21.9	0.851
after CTS	23.1	0.829
after global routing	23.1	0.653
final	23.1	0.846
[final cells by class]
cell class	instances	share of cell area (%)
Multi-Input combinational cell	98	32.3
Inverter	6	1.26
Sequential cell	40	49.4
Timing Repair Buffer	9	4.92
Tap cell	102	7.16
Clock buffer	5	3.86
Clock inverter	3	1.05
[cell usage after synthesis (3+ instances only)]
library cell	instances
or3_1	3
nor3_1	3
clkbuf_1	9
nor4_1	8
o21ai_0	5
nor2_1	23
xnor2_1	11
a21oi_1	3
dfxtp_1	32
edfxtp_1	8
nand4_1	5
xor2_1	4
nand2_1	8
inv_1	6
[worst min path at each step]
stage,to,slack [ns],cells past startpoint
after global routing,shift_reg[7],0.50,0
final,shift_reg[7],0.49,0
after CTS,counter[0],0.49,1
[metal layers]
layer	track usage, %	vias up	wire [um]	share of wire, %
met5	0	-	0	0
met4	0.471	0	13	0.61
met1	5.41	387	1160	54
met2	4.93	18	810	38
li1	-	502	-	-
met3	2.45	2	169	7.9
[power by group]
| part | total (mW) | internal, mW | switching [mW] |
|---|---|---|---|
| Combinational | 0.00608 | 0.00371 | 0.00237 |
| Sequential | 0.622 | 0.618 | 0.00355 |
| Clock | 0.375 | 0.178 | 0.197 |
| Total | 1.00 | 0.800 | 0.203 |
[worst register-to-register path, stage by stage (launching register included)]
cell,delay [ns]
dfxtp_1,0.42
nand4_1,0.19
o211ai_1,0.21
a41o_1,0.57
buf_4,0.29
nor2_1,0.06
[kinds of logic after synthesis]
kind of cell | share of synthesized area (%)
XOR/XNOR | 8.93
AND/OR/NAND/NOR | 21.5
AND-OR/OR-AND | 3.91
other | 0.255
flip-flops | 59.9
buffers and inverters | 3.83
adder cells (fa/ha/maj) | 1.70
Power is estimated from default activity; no workload was simulated.
